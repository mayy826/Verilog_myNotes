==> flow/design.v <==
`timescale 1ns/1ns
module i2c_master(
    input            clk,
    input            rstn,
    input            wr_enable,
    input            rd_enable,
    inout            sda,
    inout            scl,
    input      [6:0] devaddr,
    input      [7:0] regaddr,
    input      [7:0] regdat,
    output           rddat_valid,
    output reg [7:0] rd_pdat
);
reg  [3:0] cs,ns;
wire [1:0] op_phase;
reg  [9:0] div_cnt;
reg  [8:0] devaddr_pdat;
reg  [8:0] regaddr_pdat;
reg  [8:0] wdat_pdat;
reg  [3:0] i2c_bit_cnt;
reg  [2:0] bitop_cnt;
reg        rd_operation;
reg        i2c_rw;
wire       bitop_done;
reg [3:0]  shift_index;
reg        sda_oe;
reg        scl_oe;
wire       scl_in;
wire       sda_in;
wire       scl_neg;
reg        scl_1d;
parameter idle_st    = 'h0,
          start_st   = 'h1,
          devaddr_st = 'h2,
          devreg_st  = 'h3,
          wrdat_st   = 'h4,
          stop_st    = 'h5,
          restart_st = 'h6,
          rddat_st   = 'h7
          ;
assign sda = sda_oe ? 1'bz : 1'b0;
assign scl = scl_oe ? 1'bz : 1'b0;
assign scl_in = scl;
assign sda_in = sda;
parameter CNT_END = 'd249;  
always@(posedge clk or negedge rstn)
begin
    if(~rstn)
        div_cnt <= 'h0;
    else if(div_cnt == CNT_END)
        div_cnt <= 'h0;
    else    
        div_cnt <= div_cnt + 1'b1;
end
assign trig_clk_t = (div_cnt == CNT_END) ? 1'b1 : 1'b0;
always@(posedge clk or negedge rstn)
begin   
    if(~rstn)
        i2c_rw <= 1'b0;
    else if(cs == idle_st)
        i2c_rw <= 1'b0;
    else if((cs == restart_st) && (trig_clk_t))
        i2c_rw <= 1'b1;
    else
        i2c_rw <= i2c_rw;
end
always@(posedge clk or negedge rstn)
begin
    if(~rstn)
        cs <= 'h0;
    else if(bitop_done ||  wr_enable || rd_enable)
        cs <= ns;
    else
        cs <= cs;
end
always@(posedge clk or negedge rstn)
begin
    if(~rstn)
        rd_operation <= 1'b0;
    else if(cs == stop_st)
        rd_operation <= 1'b0;
    else if (rd_enable)
        rd_operation <= 1'b1;
    else
        rd_operation <= rd_operation;
end
always@*
begin
    case(cs)
    idle_st:
        if(wr_enable || rd_enable)
            ns = start_st;
        else
            ns = idle_st;
    start_st: ns = devaddr_st;
    devaddr_st:
        if ((i2c_bit_cnt == 'd9) && i2c_rw)
            ns = rddat_st;
        else if (i2c_bit_cnt == 'd9)
            ns = devreg_st;
        else
            ns = devaddr_st;
    devreg_st:
        if ((i2c_bit_cnt == 'd9) && rd_operation)
            ns = restart_st;
        else if(i2c_bit_cnt == 'd9)
            ns = wrdat_st;
        else
            ns = devreg_st;
    wrdat_st:
        if (i2c_bit_cnt == 'd9)
            ns = stop_st;
        else 
            ns = wrdat_st;
    restart_st:
            ns = devaddr_st;
    rddat_st:
        if (i2c_bit_cnt == 'd9)
            ns = stop_st;
        else 
            ns = rddat_st;          
    stop_st:
            ns = idle_st;
    default: ns = idle_st;
    endcase
end
always@(posedge clk or negedge rstn)
begin
    if(~rstn)
        sda_oe <= 1'b1;
    else begin
       case(cs)
       idle_st    :                   
          sda_oe <= 1'b1;
       start_st   : 
          if(bitop_cnt == 'd1) 
             sda_oe <= 1'b0; 
          else 
             sda_oe <= sda_oe;
       devaddr_st : 
          if(bitop_cnt == 'd0) 
             sda_oe <= devaddr_pdat[8-shift_index];
          else 
             sda_oe <= sda_oe;
       devreg_st  : 
          if(bitop_cnt == 'd0) 
             sda_oe <= regaddr_pdat[8-shift_index];
          else 
             sda_oe <= sda_oe;
       wrdat_st   : 
          if(bitop_cnt == 'd0) 
             sda_oe <= wdat_pdat[8-shift_index];
          else 
             sda_oe <= sda_oe;
       restart_st : 
          if(bitop_cnt <= 'd1) 
             sda_oe <= 1'b1;
          else if(bitop_cnt >= 'd2) 
          sda_oe <= 1'b0;
          else 
          sda_oe <= sda_oe;
       rddat_st   : 
             sda_oe <= 1'b1;     
       stop_st    : 
           if(bitop_cnt >= 'd2) 
          sda_oe <= 1'b1; 
           else 
             sda_oe <= 1'b0;
       default:
          sda_oe <= 1'b1;
       endcase
    end
end
always@(posedge clk or negedge rstn)
begin
    if(~rstn)
        scl_oe <= 1'b1;
    else begin
       case(cs)
       idle_st:      
          scl_oe <= 1'b1;
       start_st   : 
          if(bitop_cnt >= 'd3)                    
              scl_oe <= 1'b0; 
          else 
              scl_oe <= 1'b1;
       devaddr_st : 
          if(bitop_cnt >= 'd2 && bitop_cnt <='d3) 
              scl_oe <= 1'b1; 
          else 
              scl_oe <= 1'b0;
       devreg_st  : 
          if(bitop_cnt >= 'd2 && bitop_cnt <='d3) 
              scl_oe <= 1'b1; 
          else 
              scl_oe <= 1'b0;   
       wrdat_st   : 
          if(bitop_cnt >= 'd2 && bitop_cnt <='d3) 
		      scl_oe <= 1'b1; 
		  else 
		      scl_oe <= 1'b0;  
       stop_st    : 
	      if(bitop_cnt >= 'd1)                    
		      scl_oe <= 1'b1; 
	      else 
		      scl_oe <= 1'b0;
       restart_st : 
	      if(bitop_cnt >= 'd3)                    
		      scl_oe <= 1'b0; 
		  else 
		      scl_oe <= 1'b1;
       rddat_st   : 
	      if(bitop_cnt >= 'd2 && bitop_cnt <='d3) 
		      scl_oe <= 1'b1; 
		  else 
		      scl_oe <= 1'b0;
	   default:
              scl_oe <= 1'b1;
       endcase
    end
end
always@(posedge clk or negedge rstn)
begin
    if(~rstn)  begin
       devaddr_pdat <= 'h0;
       regaddr_pdat <= 'h0;
       wdat_pdat    <= 'h0;
       end
    else if(((cs == start_st) || (cs == restart_st)) && bitop_done) begin    
       devaddr_pdat <= {devaddr,i2c_rw,1'b1};
       regaddr_pdat <= {regaddr,1'b1};
       wdat_pdat    <= {regdat,1'b1};
       end
    else begin
       devaddr_pdat <= devaddr_pdat;
       regaddr_pdat <= regaddr_pdat;
       wdat_pdat    <= wdat_pdat;
    end
end
always@(posedge clk or negedge rstn)
begin
    if(~rstn)
        bitop_cnt <= 'h0;
    else if ((cs !== idle_st) && (bitop_cnt == 'd4) && (trig_clk_t))
        bitop_cnt <= 'h0;
    else if ((cs !== idle_st) && (trig_clk_t))
        bitop_cnt <= bitop_cnt + 1'b1;
    else
        bitop_cnt <= bitop_cnt;
end
assign bitop_done = ((cs !== idle_st) && (bitop_cnt == 'd4) && (trig_clk_t));
always@(posedge clk or negedge rstn)
begin   
    if(~rstn)
        i2c_bit_cnt <= 'h0; 
    else if((bitop_done) && (cs == stop_st))
           i2c_bit_cnt <= 'h0;          
    else if(     (bitop_done)  &&
               ((cs == start_st) || (cs == restart_st))
           )
           i2c_bit_cnt <= 'h1;  
    else if((bitop_done) &&  (i2c_bit_cnt == 'd9))
          i2c_bit_cnt <= 'h1;             
    else if(bitop_done) 
          i2c_bit_cnt <= i2c_bit_cnt + 1'b1;
    else
        i2c_bit_cnt <= i2c_bit_cnt;
end
always@(posedge clk or negedge rstn)
begin
    if(~rstn)
        shift_index <= 'h0;
    else if(((cs == devaddr_st) || (cs == devreg_st) || (cs == wrdat_st))
            && (bitop_done)) begin
        if(shift_index == 'd8)
            shift_index <= 'h0;
        else
            shift_index <= shift_index + 1'b1;
    end
    else 
        shift_index <= shift_index;
end
always@(posedge clk or negedge rstn)
begin
    if(~rstn)
        scl_1d <= 1'b0;
    else
        scl_1d <= scl;
end
assign scl_neg = ~scl && scl_1d;
always@(posedge clk or negedge rstn)
begin
    if(~rstn)
        rd_pdat <= 'h0;
    else if((cs == rddat_st) && scl_neg && (i2c_bit_cnt !== 'd9))
        rd_pdat <= {rd_pdat,sda};
    else
        rd_pdat <= rd_pdat;
end
assign rddat_valid = ((cs == rddat_st) && (i2c_bit_cnt == 'd9) && bitop_done) ? 1'b1 : 1'b0;
endmodule
==> flow/run.sh <==
#!/bin/bash
# OpenROAD 26Q1-2900-gdf79404cd8, Yosys 0.63+post, stock flow scripts
make -C /OpenROAD-flow-scripts/flow DESIGN_CONFIG=/design/flow/config.mk WORK_HOME=/design/flow/orfs finish
==> flow/config.mk <==
export PLATFORM = sky130hd
export DESIGN_NAME = i2c_master
export DESIGN_NICKNAME = i2c_master
export VERILOG_FILES = /design/flow/design.v
export SDC_FILE = /design/flow/constraint.sdc
export NUM_CORES = 4
export LEC_CHECK = 1
export CORE_AREA = 10 10 104 104
export DIE_AREA = 0 0 114 114
==> flow/constraint.sdc <==
current_design i2c_master

set clk_period 4.4
set clk_io_pct 0.2

create_clock -name clk0 -period $clk_period [get_ports {clk}]

set non_clock_inputs [all_inputs -no_clocks]
set_input_delay [expr $clk_period * $clk_io_pct] -clock clk0 $non_clock_inputs
set_output_delay [expr $clk_period * $clk_io_pct] -clock clk0 [all_outputs]
==> run summary <==
Peak Freq - 0.327 GHz
Clock tree root buffer cell - clkbuf_8
Dominant flop cell - dfrtp_1
Status - finished clean
Mapped Cells - 143
RSZ-0062 raised after global routing - false
DR vias - 940
Ys async rst share - 100%
Tool warning count - 51
Fraction of layout cells with a size suffix above 1 - 6.67%
Maximum resistive drop on vdd - 0.113 mV
Vias in the first global route - 925
Startpoint Class - flop
Post-synth regs - 27
CP required - 3.52 ns
Count of library flops with an enable pin - 0
Largest area contributor in the netlist - dfrtp_1
Initial antenna violation count - 0
Row cnt - 34
Total Wirelength - 2370 µm
Area Overhead vs Synth - 13.2%
Sort of element at the end of the critical path - output port
Synth Warn # - 4
CTS tree - done
Cell count in the Yosys report - 143
Worst-Margin Slew - 0.693 ns
H-tree levels - 1
Post-synthesis sequential area ratio - 49.4%
Leakage - 0.674 nW
Routed vias/inst - 3.64
Worst clock skew - 0.00820 ns
# port buffers - 4
Skew-Pair Late Insertion Delay - 0.27 ns
DPL Wire Length - 1690 µm
Die Area - 13,000 µm²
PostCTS Resize Cnt - 0
Max-slew violations - 0
Top cells, area - dfrtp_1 (47%), buf_4 (6.0%), ha_1 (5.5%), nor2_1 (4.7%), o21ai_0 (4.0%)
1st-iter DRT viols - 26
Ant diodes - 0
Post-CTS Hold Buffers - 0
Clk pin slew, worst setup/hold paths - 0.09 ns
Clk sinks - 27
Top post-synthesis cells by count - dfrtp_1 (26), nor2_1 (17), nand2_1 (14)
WP data arrival - 2.18 ns
Setup Buffers After CTS - 0
Count leader, synth - dfrtp_1
Num CTS Buffers - 3
Class of the worst hold path - reg2reg
Unique cell types - 33
Fp util - 15.8%
Core area - 8680 µm²
Grt ovf - 0
Antenna violation net count after detailed routing - 0
Tmin final - 3.06 ns
First-pass detailed-route iteration total - 4
Mean Syn Cell Area - 9.58 µm²
Die Y-Extent - 114 µm
# DRC - 0
Global-route wire length before repair - 4140 µm
CP max FO - 9
Post-synthesis cell area - 1370 µm²
Setup Crit Path Kind - reg2out
Clock Path Buffers - 2
RD Place Congestion - 0.749
Area share, top type - 47.5%
Final Hold Viols - 0
Setup TNS - 0 ns
Total power draw - 0.401 mW
Final setup viols - 0
Period Utilization, post-route - 69.5%
Yosys chip area - 1370 µm²
Die W - 114 µm
Pwr/cell area - 258 nW/µm²
Fin util - 17.9%
Rel. slew slack - 53.8%
Largest net degree at the start of global routing - 28
Tot GR Track Use - 3.66%
Boundary pin count - 38
Wire per inst - 9.17 µm
Maxcap violations - 0
Fin Hold WS - 0.491 ns
[critical path, stage by stage (launching register included)]
cell and delay, ns:
dfrtp_1 0.44, nor4b_2 0.33, nor3b_2 0.28, nand2_2 0.17, nor3_1 0.20, clkdlybuf4s50_1 0.50
[report_power, final]
part	switching [mW]	internal (mW)
registers	0.000775	0.249
logic	0.00846	0.00398
clock network	0.0738	0.0648
[metal layers]
layer | up-vias | part of all wire, % | GRT usage, %
li1 | 483 | - | -
met1 | 442 | 52 | 5.36
met2 | 13 | 42 | 5.43
met3 | 2 | 4.7 | 1.12
met4 | 0 | 0.51 | 0.251
met5 | - | 0 | 0
[metrics by stage]
step                      area, µm²  setup WS, ns  instances
after floorplan                1400          2.33        152
after global placement         1510          1.64        254
after detailed placement       1510          1.64        254
after CTS                      1550          1.31        258
after global routing           1550          1.12        258
final                          1550          1.34        258
[worst paths after layout]
check / startpoint / to / slack, ns / cells past startpoint
worst max register to register: div_cnt[2]$_DFF_PN0_ / cs[7]$_DFF_PN0_ / 2.39 / 6
max in group asynchronous: rstn / cs[0]$_DFF_PN1_ / 3.10 / 2
min in group asynchronous: rstn / div_cnt[9]$_DFF_PN0_ / 0.98 / 2
worst min-delay path: div_cnt[7]$_DFF_PN0_ / div_cnt[7]$_DFF_PN0_ / 0.49 / 1
worst min register to register: div_cnt[7]$_DFF_PN0_ / div_cnt[7]$_DFF_PN0_ / 0.49 / 1
worst max-delay path: div_cnt[2]$_DFF_PN0_ / rddat_valid / 1.34 / 5
[layout by cell type (no fill, tap or decap), types with 4 or more instances in the layout]
| cell type | Yosys | routed |
|---|---|---|
| nand2_1 | 14 | 14 |
| dfrtp_1 | 26 | 26 |
| o31ai_1 | 4 | 4 |
| nor2_1 | 17 | 17 |
| o21ai_0 | 11 | 11 |
| ha_1 | 6 | 6 |
| clkdlybuf4s50_1 | 0 | 4 |
| conb_1 | 1 | 10 |
| a21oi_1 | 4 | 4 |
| inv_1 | 11 | 11 |
| nand3_1 | 8 | 8 |
[kinds of logic after synthesis]
logic type / after synthesis / share of synthesized area [%]
xor gates and xnor gates: 5 / 3.20
buffers and inverters: 23 / 9.41
DFF: 27 / 49.4
muxes: 2 / 1.55
other: 1 / 0.274
AOI/OAI and AO/OA: 27 / 12.2
and+or+nand+nor: 52 / 18.4
adders and majority gates: 6 / 5.48
[layout make-up]
type                       instances  area (µm²)
fill                             966        7130
sequential                        27         677
multi-input combinational        102         598
tap                              108         135
timing repair buffer               6        55.1
clock buffer                       4        45.0
inverter                          11        41.3
[state kept, by name, summed over array words and instances, names as in the netlist]
| register | flops |
|---|---|
| cs | 8 |
| i2c_bit_cnt | 4 |
| bitop_cnt | 3 |
| i2c_rw | 1 |
| div_cnt | 10 |
| rd_operation | 1 |
Power is estimated from default activity; no workload was simulated.
